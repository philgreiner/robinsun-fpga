==> flow/design.v <==
module sonars(
input  logic clk, reset, S1, S2, S3,  
output logic T1, T2, T3,				  
output logic [19:0] R1, R2, R3); 	  
logic [19:0] triggerDelay, count1, count2, count3;
logic [8:0]  triggerCount;
logic [2:0]  triggers;
logic [1:0]  active;
assign {T3, T2, T1} = triggers;
always_ff @(posedge clk, posedge reset)
begin
	if(reset)
	begin
		triggerDelay <= 20'b0;
		triggerCount <= 9'b0;
		triggers	    <= 3'b0;
		active		 <= 2'b0;
		R1				 <= 20'b0;
		R2				 <= 20'b0;
		R3				 <= 20'b0;
	end
	else
	begin
		if(triggerDelay == 20'd882400)  
		begin										 
			case(active)
				2'b10: begin 				 
							R3 <= count3; 
							triggers <= 3'b001;
							active <= 2'b00;   
						 end
				2'b00: begin 				 
							R1 <= count1; 
							triggers <= 3'b010;
							active <= 2'b01;   
						 end
				2'b01: begin				 
							R2 <= count2; 
							triggers <= 3'b100;
							active <= 2'b10;
						 end
			endcase
			triggerDelay <= 20'b0;		 
			triggerCount <= 9'b0;
		end
		else
		begin
			triggerCount <= triggerCount + 9'b1;
			triggerDelay <= triggerDelay + 20'b1;
			if(triggerCount == 9'd700)		 
				triggers <= 3'b0;
		end
	end
end
always_ff @(posedge clk, posedge reset)
begin 
	if(reset)
	begin
		count1 <= 20'b0;
		count2 <= 20'b0;
		count3 <= 20'b0;
	end
	else
	begin
		case(active)
			2'b00: if(T1) 		count1 <= 20'b0;					 
						else if(count1 <= 20'd10000) count1 <= count1 + 20'b1;	 
							else if (S1) count1 <= count1 + 20'b1;
								else count1 <= count1;				 
			2'b01: if(T2) 		count2 <= 20'b0;
						else if(count2 <= 20'd10000) count2 <= count2 + 20'b1;
							else if(S2) count2 <= count2 + 20'b1;
								else count2 <= count2;
			2'b10: if(T3) 		count3 <= 20'b0;
						else if(count3 <= 20'd10000) count3 <= count3 + 20'b1;
							else if(S3) count3 <= count3 + 20'b1;
								else count3 <= count3; 
		endcase
	end
end
endmodule 
==> flow/run.sh <==
#!/bin/bash
# OpenROAD 26Q1-2900-gdf79404cd8, Yosys 0.63+post, stock flow scripts
make -C /OpenROAD-flow-scripts/flow DESIGN_CONFIG=/design/flow/config.mk WORK_HOME=/design/flow/orfs finish
==> flow/config.mk <==
export PLATFORM = sky130hd
export DESIGN_NAME = sonars
export DESIGN_NICKNAME = sonars
export VERILOG_FILES = /design/flow/design.v
export SDC_FILE = /design/flow/constraint.sdc
export NUM_CORES = 4
export LEC_CHECK = 1
export CORE_UTILIZATION = 50
==> flow/constraint.sdc <==
current_design sonars

set clk_period 6.0
set clk_io_pct 0.2

create_clock -name clk0 -period $clk_period [get_ports {clk}]

set non_clock_inputs [all_inputs -no_clocks]
set_input_delay [expr $clk_period * $clk_io_pct] -clock clk0 $non_clock_inputs
set_output_delay [expr $clk_period * $clk_io_pct] -clock clk0 [all_outputs]
==> out/results.txt <==
Distinct lib cells: 55
Hold Buf Count CTS: 0
GR Overflow Total: 0
Width of the die: 124 µm
Post-detailed-route count of antenna-violating nets: 0
Root buf cell: clkbuf_16
Total CTS buffers: 17
Ao+oa area frac: 14.1%
Tool warnings: 32
Post_cts resized: 0
Critical-path cell list: clkdlybuf4s50_1
Post-Syn Area: 7490 µm²
Crit path time final: 3.01 ns
Synthesis area per yosys: 7490 µm²
CTS tree: yes
Slowest-stage cell, CP: dfrtp_1
IR drop worst, VDD: 216 µV
MaxCap Viol Count: 0
Clock Latency Late Sink: 0.42 ns
Crit. End Element: output pin
Area leader, netlist: dfrtp_1
Synth Instances: 737
Die area: 15,500 µm²
# rows: 44
Static Leak: 0.00387 µW
Fa+ha+maj area frac: 1.67%
Post-route setup TNS: 0 ns
Synth warn: 2
Fillers: 1,145
Relative slew slack: 48.8%
Top-area cell share: 51.4%
Async SR Flop Fraction: 100%
RSZ-0062 raised after global routing: false
Clock-pin slew on the worst setup and hold paths: 0.06 ns
DRC viols: 0
Syn Area/Cell: 10.2 µm²
Final Hold Vio Count: 0
Final Max Tran Viols: 0
Chip Height: 124 µm
Clock Tree Buf Depth: 2
I/O Pins: 68
Pwr dens: 240 nW/µm²
Synth Register Bits: 155
XORs/XNORs by Area: 2.69%
Placer Congestion: 0.920
CP arrival: 1.81 ns
Gr usage total: 22.4%
Top cells by area: dfrtp_1, mux2_2, o21ai_0
Htree depth: 4
Multiplexer share: 8.10%
Crit share post-route: 50.1%
CP top delay family: flip-flops
Post-synth EDFFs: 0
Status: finished, final reports clean
Main logic family: simple AND/OR/NAND/NOR gates
Share of layout cells above drive strength 1: 13.1%
Initial drt markers: 567
Antenna cells: 0
Vias: 5,817
Setup ws final: 2.99 ns
Pin count of the biggest net entering global routing: 131
Core Footprint: 14,600 µm²
Drt wl/cell: 16.0 µm
HP Class: reg -> reg
Total wire length: 15,800 µm
Synth cell count leaders: dfrtp_1, nand2_1, o21ai_0
Critical Path Fanout Max: 23
Post-Synth Simple-Gate Area: 18.4%
Pre-Repair DR Iteration Count: 5
CP Data Required Time: 4.80 ns
# Cells Yosys: 737
Vias per inst: 5.89
CTS sink count: 155
Seq share, synth: 51.8%
Fmax: 0.333 GHz
Initial antenna violation count: 0
Port Buffers: 67
Worst setup path class: reg -> out
DPL Wire Length: 10,100 µm
WP buf/inv: 1
Endpoints failing setup: 0
Crit-path max cell delay: 0.79 ns
First-pass GRT wire length: 27,700 µm
Count leader, synth: dfrtp_1
Synth-to-layout area growth: 18.7%
Dpl ws: 2.68 ns
Vias in the first global route: 5,629
Predominant post-synthesis flop cell: dfrtp_1
Post-CTS Setup Inserts: 0
Fp util: 51.3%
Pin slew with the least headroom to its limit: 0.765 ns
Setup Skew: 0.00667 ns
Setup crit start kind: register
## final timing paths
kind                        startpoint         end  slack (ns)  cells past startpoint
max                        triggers[1]          T2        2.99                      1
min                              R3[1]       R3[1]        0.48                      2
max reg2reg                 count2[11]  count2[11]        3.18                      7
min reg2reg                      R3[1]       R3[1]        0.48                      2
max in group asynchronous        reset   count2[5]        3.92                      3
min in group asynchronous        reset      R3[15]        1.10                      2
## cells by family (layout without fill, tap and decap cells)
| logic type | count (synthesis) | after routing |
|---|---|---|
| muxes | 54 | 54 |
| and+or+nand+nor | 272 | 272 |
| adders and majority gates | 10 | 10 |
| DFF | 155 | 155 |
| xor gates and xnor gates | 23 | 23 |
| AOI/OAI and AO/OA | 161 | 161 |
| buffers and inverters | 62 | 129 |
## layer usage
| layer | vias to the layer above | global-route usage (%) | part of all wire [%] |
|---|---|---|---|
| met2 | 180 | 33.5 | 46 |
| met5 | - | 0 | 0 |
| met3 | 11 | 4.29 | 5.5 |
| li1 | 2799 | - | - |
| met1 | 2827 | 36.9 | 48 |
| met4 | 0 | 2.98 | 1.0 |
## flip-flops by register name, summed over array words and instances, names as in the netlist, named ones only
register      cells
count3           20
R1               20
count1           20
triggerDelay     20
R2               20
R3               20
count2           20
triggerCount      9
triggers          3
## power by group
group          internal, µW  switching (µW)  total, µW
clock network           649             415       1060
registers              1050               0       1050
logic                  4.49            22.6       27.1
total                  1700             437       2140
## layout make-up
class | count | area, µm² | share of cell area, %
clock inverter | 13 | 151 | 1.70
sequential | 155 | 3880 | 43.6
clock buffer | 19 | 433 | 4.87
multi-input combinational | 520 | 3370 | 37.8
timing repair buffer | 76 | 751 | 8.44
tap | 184 | 230 | 2.59
inverter | 21 | 83.8 | 0.942
## placed cells by master, fill, tap and decap left out, types with 5 or more instances in the layout
cell type / instances
a21oi_1: 12
nand2b_1: 5
o211ai_1: 6
a41oi_1: 8
clkbuf_16: 17
nor3_1: 10
xor2_1: 10
o21ai_0: 69
clkinv_2: 6
or3_1: 5
nand4_1: 22
o31ai_1: 23
a31oi_1: 15
nand2_1: 76
and4_1: 8
inv_1: 20
nor2_1: 58
nor4_1: 7
clkdlybuf4s50_1: 67
ha_1: 10
mux2_2: 53
o41ai_1: 8
xnor2_1: 13
nand3_1: 38
and2_1: 5
and3_1: 11
buf_4: 8
dfrtp_1: 154
or4_1: 10
## metrics by stage
stage / total power (µW) / hold WS (ns) / util (%) / cell area [µm²] / instances
finish: 2140 / 0.475 / 61.0 / 8890 / 988
global route: 2210 / 0.511 / 61.0 / 8890 / 988
CTS: 2160 / 0.482 / 61.0 / 8890 / 988
detailed placement: 1090 / 0.469 / 57.0 / 8310 / 956
global placement: 1090 / 0.469 / 57.0 / 8310 / 956
floorplan: 1080 / 0.426 / - / 7490 / 737
Power figures rest on the tool's default switching activity, not on a simulated workload.
