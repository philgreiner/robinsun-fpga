--- config.mk ---
export PLATFORM = sky130hd
export DESIGN_NAME = MySPI
export DESIGN_NICKNAME = MySPI
export VERILOG_FILES = /design/flow/design.v
export SDC_FILE = /design/flow/constraint.sdc
export NUM_CORES = 4
export LEC_CHECK = 1
export CORE_UTILIZATION = 40
--- constraint.sdc ---
current_design MySPI

set clk_period 5.4
set clk_io_pct 0.2

create_clock -name clk0 -period $clk_period [get_ports {theClock}]

set non_clock_inputs [all_inputs -no_clocks]
set_input_delay [expr $clk_period * $clk_io_pct] -clock clk0 $non_clock_inputs
set_output_delay [expr $clk_period * $clk_io_pct] -clock clk0 [all_outputs]
--- design.v ---
module MySPI (
	input  logic		  theClock, theReset,
	input  logic        MySPI_clk, MySPI_cs, MySPI_sdi,
	output logic  		  MySPI_sdo,
	output logic [7:0]  Config,
	input  logic [7:0]  Status,
	input  logic [15:0] speedR,
	input  logic [15:0] speedL, 
	input  logic [15:0] speedOdoR, 
	input  logic [15:0] speedOdoL, 
	input  logic [15:0] speedB,
	input  logic [15:0] speedFH,
	input  logic [15:0] speedFV,
	input  logic [15:0] sonar12, sonar34, sonar56,
	input  logic [15:0] lt24,
	input  logic [15:0] adc,
	output logic [15:0] PICtoFPGA);
parameter A_Config     			= 15'h00;
parameter A_Status     			= 15'h01;
parameter A_speedR				= 15'h22;
parameter A_speedL				= 15'h32;
parameter A_speedOdoR			= 15'h26;
parameter A_speedOdoL			= 15'h36;
parameter A_speedB				= 15'h50;
parameter A_speedFH				= 15'h52;
parameter A_speedFV				= 15'h54;
parameter A_sonar12				= 15'h41;
parameter A_sonar34				= 15'h42;
parameter A_sonar56				= 15'h43;
parameter A_lt24					= 15'h12;
parameter A_adc					= 15'h19;
parameter A_PICtoFPGA			= 15'h10;
typedef enum logic [3:0] {
	S_Wait, 
	S_Addr, S_Addr_00, S_Addr_01, S_Addr_11,
	S_Data, S_Data_00, S_Data_01, S_Data_11,
	S_End} statetype;
statetype	SPI_state, SPI_nextstate;
logic			SPI_CLK0, SPI_CLK;
logic			SPI_CS0, SPI_CS;
logic [3:0] SPI_counter;
logic			SPI_counter_reset, SPI_counter_inc;	 
logic [15:0] SPI_address, SPI_data;
logic			SPI_address_shift;
logic			SPI_data_shift, SPI_data_load, SPI_data_update;
assign MySPI_sdo = SPI_data[15];
always @ (posedge theClock)
begin
	SPI_CLK0 <= MySPI_clk;	SPI_CLK  <= SPI_CLK0;
	SPI_CS0  <= MySPI_cs;	SPI_CS   <= SPI_CS0;
end
always_ff @ (posedge theClock)
	SPI_state <= SPI_nextstate;
always_comb
begin
	SPI_nextstate = SPI_state;
	case (SPI_state)
		S_Wait	 : if (SPI_CS) SPI_nextstate = S_Wait;
							else SPI_nextstate = S_Addr;
		S_Addr	 : SPI_nextstate = S_Addr_00;
		S_Addr_00 : if (SPI_CLK) SPI_nextstate = S_Addr_01;
		S_Addr_01 : SPI_nextstate = S_Addr_11;
		S_Addr_11 : if (SPI_CLK) SPI_nextstate = S_Addr_11;
							else if (SPI_counter == 4'b0000) SPI_nextstate = S_Data;
								else SPI_nextstate = S_Addr_00;
		S_Data	 : SPI_nextstate = S_Data_00;
		S_Data_00 : if (SPI_CLK) SPI_nextstate = S_Data_01;
		S_Data_01 : SPI_nextstate = S_Data_11;
		S_Data_11 : if (SPI_CLK) SPI_nextstate = S_Data_11;
							else if (SPI_counter == 4'b0000) SPI_nextstate = S_End;
								else SPI_nextstate = S_Data_00;
		S_End     : SPI_nextstate = S_Wait;
	endcase
	if (SPI_CS) SPI_nextstate = S_Wait;
end
assign SPI_counter_reset = ((SPI_state == S_Addr)    | (SPI_state == S_Data));
assign SPI_counter_inc   = ((SPI_state == S_Addr_01) | (SPI_state == S_Data_01));
assign SPI_address_shift = (SPI_state == S_Addr_01);
assign SPI_data_shift	 = (SPI_state == S_Data_01);
assign SPI_data_load		 = (SPI_state == S_Data);
assign SPI_data_update   = ((SPI_state == S_End) & SPI_address[15]);
always_ff @ (posedge theClock)
begin
	if (SPI_counter_reset) SPI_counter <= 4'b0000;
		else if (SPI_counter_inc) SPI_counter <= SPI_counter + 1;
	if (SPI_address_shift) SPI_address <= { SPI_address[14:0], MySPI_sdi };
	if (SPI_data_shift) SPI_data <= { SPI_data[14:0], MySPI_sdi };
		else if (SPI_data_load)
		begin
			case (SPI_address[14:0])
				A_Config    		: SPI_data <= {8'b0, Config};
				A_Status    		: SPI_data <= {8'b0, Status};
				A_speedR				: SPI_data <= speedR;
				A_speedL				: SPI_data <= speedL;
				A_speedOdoR			: SPI_data <= speedOdoR;
				A_speedOdoL			: SPI_data <= speedOdoL;
				A_sonar12			: SPI_data <= sonar12;
				A_sonar34			: SPI_data <= sonar34;
				A_sonar56			: SPI_data <= sonar56;
				A_speedB				: SPI_data <= speedB;
				A_speedFH			: SPI_data <= speedFH;
				A_speedFV			: SPI_data <= speedFV;
				A_lt24				: SPI_data <= lt24;
				A_adc					: SPI_data <= adc;
				A_PICtoFPGA			: SPI_data <= PICtoFPGA;
			endcase
			if(SPI_address[14:0] == A_speedB)
				PICtoFPGA[15] <= 1'b1;
			else
				PICtoFPGA[15] <= 1'b0;
		end
	if (theReset) Config <= 8'h00;
		else if ((SPI_data_update) & (SPI_address[14:0] == A_Config)) Config <= SPI_data[7:0];
	if (theReset) PICtoFPGA <= 16'h00;
		else if ((SPI_data_update) & (SPI_address[14:0] == A_PICtoFPGA)) PICtoFPGA[14:0] <= SPI_data[14:0];
end
endmodule
--- run.sh ---
#!/bin/bash
# OpenROAD 26Q1-2900-gdf79404cd8, Yosys 0.63+post, stock flow scripts
make -C /OpenROAD-flow-scripts/flow DESIGN_CONFIG=/design/flow/config.mk WORK_HOME=/design/flow/orfs finish
==> run summary <==
RR Startpoint: SPI_address[10]$_DFFE_PP_
Mean post-synth cell area: 10.0 um2
CP delay by family, top: simple AND/OR/NAND/NOR gates
Initial antenna violation count: 1
Post-layout period usage: 0.617
Die width: 107 um
Yosys top cell by area: edfxtp_1
P per Cell Area: 170 nW/um2
Reg clk slew, reported paths: 0.09 ns
TritonCTS clock tree: done
Yosys stat area: 4430 um2
Ys flops: 74
Cells after synthesis: 442
Postcts setup bufs: 0
Tool Warnings: 27
WS Path Type: flop to flop
Clock skew: 0.00923 ns
Crit-path slowest cell: or4_4
Routed wire length: 17,800 um
CTS H-tree depth: 3
Cells in synth_stat.txt: 442
Number of synthesized flops with an enable pin: 32
Register area: 1800 um2
Synthesis warning total: 1
Post-synth ARST share: 0
Relative slew slack: 0.402
Core Util, Final: 0.651
# fillers: 832
Cts bufs inserted: 9
P&R area growth vs syn: 58.5%
GPL Wtd Cong: 0.946
Vias: 4,812
CTS sink count: 74
CP startpoint kind: flop
DIE HEIGHT: 107 um
Max-cap viol count: 0
Grt ovf: 0
Hold crit path type: flop to flop
Worst-path cell chain: or4_4 > nor4_4 > nor4_1 > nand2_4 > o31ai_1 > nand2b_1
VDD IR max: 0.182 mV
Unrepaired setup endpoints after global routing: false
Worst hold start: SPI_CS0$_DFF_P_
Layout cells sized above 1: 0.0912
Wire per inst: 22.0 um
Largest net degree at the start of global routing: 37
Rows: 38
Antenna Nets Post-Route: 0
Vias in the first global route: 4,719
Tot GR Track Use: 0.324
First-pass GRT wire length: 26,400 um
CTS root buffer: clkbuf_8
Critical path fanouts, max: 18
DRC viols: 0
Register area share after synthesis: 0.407
Slew Limit Fails: 0
Area of the die: 11,500 um2
Final hold vios: 0
Peak Freq: 300 MHz
Clock tree buffer depth: 2
Leak: 2.51 nW
Top Ports: 230
CP required: 5.38 ns
Post-synth cell types: 53
Final Critical Period: 3.33 ns
Initial core utilization: 0.411
TritonRoute pass-1 iters: 6
Late-Pin Clk Latency: 0.35 ns
Crit path buf inv count: 0
Commonest flop: dfxtp_1
Worst slew pin tran: 0.891 ns
Area leader share: 0.217
Violation tally from detailed-route iteration zero: 420
Worst path max stage delay: 0.78 ns
CP arrival: 3.31 ns
Status: completed
Logic area: 2420 um2
Worst setup EP type: flop
Core area: 10,800 um2
Synth Cell Area: 4430 um2
Number of port buffers: 229
CP Launch Point: SPI_address[10]$_DFFE_PP_
DR vias/cell: 5.94
Post-Route Setup TNS: 0 ns
PostCTS Resize Cnt: 0
Hold buffers post-CTS: 0
DP HPWL: 13,500 um
# setup viols final: 0
Cell area leaders: edfxtp_1, dfxtp_1, a22oi_1
## layout make-up
cell class / count / area share
multi-input cells: 330 / 0.345
repair buffers: 243 / 0.341
flip-flops and latches: 74 / 0.257
well taps: 140 / 0.0249
clock buffers: 10 / 0.0212
clock inverters: 6 / 0.00731
inverters: 6 / 0.00321
diodes: 1 / 0.000356
## where the power goes
group | internal, mW | switching [mW] | total (mW) | leakage, nW
Clock | 0.203 | 0.231 | 0.434 | 0.101
Sequential | 0.585 | 0.00640 | 0.591 | 0.635
Combinational | 0.133 | 0.0329 | 0.166 | 1.77
## final timing paths
path / end / slack [ns] / cells after the start
max: SPI_data[13]$_DFFE_PP_ / 2.07 / 6
min: SPI_CS$_DFF_P_ / 0.34 / 0
max reg2reg: SPI_data[13]$_DFFE_PP_ / 2.07 / 6
min reg2reg: SPI_CS$_DFF_P_ / 0.34 / 0
## logic make-up after synthesis
logic type | synth area share
and+or+nand+nor | 0.254
AOI/OAI and AO/OA | 0.256
DFF | 0.407
buffers and inverters | 0.0466
muxes | 0.0251
xor gates and xnor gates | 0.00593
adders and majority gates | 0.00565
## per-layer routing
metal / wire length (um) / vias to the layer above / global-route usage
met5: 0 / - / 0
met3: 2170 / 44 / 0.112
met4: 567 / 0 / 0.0988
met1: 6830 / 2261 / 0.418
li1: - / 2229 / -
met2: 8250 / 278 / 0.524
## sequential cells by signal, indices dropped and copies added, names as in the netlist
name,count
SPI_CS,1
SPI_state,10
SPI_CS0,1
SPI_address,16
SPI_CLK,1
Config,8
SPI_CLK0,1
PICtoFPGA,16
SPI_data,16
SPI_counter,4
## layout by cell type, fill, tap and decap left out, types with 3 or more instances in the layout
cell             instances
a21boi_1                 3
a21oi_1                 25
a21oi_2                  8
a221oi_1                11
a222oi_1                14
a22o_1                  16
a22oi_1                 50
and3_1                   3
buf_4                   14
clkbuf_8                 9
clkdlybuf4s50_1        229
dfxtp_1                 42
edfxtp_1                32
inv_1                    6
inv_6                    3
mux2i_1                 10
nand2_1                 55
nand2b_1                14
nand3_1                  7
nand4_1                  8
nor2_1                  23
nor2b_1                  3
nor3_1                  11
nor4_1                   4
nor4_4                  14
o31a_1                   5
o41ai_1                  8
or4b_1                   4
or4bb_1                  4
## synthesized netlist by cell type (7+ instances only)
library cell	count
nor2_1	23
nor4_4	14
nor3_1	11
a22oi_1	50
nand2_1	55
a221oi_1	11
o41ai_1	8
nand3_1	7
mux2i_1	10
a21oi_2	8
edfxtp_1	32
dfxtp_1	42
a222oi_1	14
nand4_1	8
a21oi_1	25
nand2b_1	14
a22o_1	16
clkbuf_1	17
## worst reg2reg max path: cells and delay by family, from the launching register on
family           cells  cell delay [ns]
AND-OR/OR-AND        1             0.09
flip-flops           1             0.40
AND/OR/NAND/NOR      5             2.45
## metrics by stage
step | instance area, um2 | total power, mW | setup slack, ns | std cells | hold slack (ns)
4_1_cts | 7020 | 1.20 | 2.08 | 809 | 0.335
5_1_grt | 7020 | 1.23 | 1.88 | 809 | 0.337
3_3_place_gp | 6820 | 0.769 | 2.20 | 793 | 0.313
2_1_floorplan | 4430 | 0.615 | 2.60 | 442 | 0.310
3_5_place_dp | 6820 | 0.770 | 2.13 | 793 | 0.316
6_report | 7020 | 1.19 | 2.07 | 810 | 0.337
No activity file was given, so power comes from the tool's default toggle rates.
